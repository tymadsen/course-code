**design.v**
```verilog
`timescale 1ns / 1ps
module FourBitALU(
    input [3:0] A,
    input [3:0] B,
    input Cin,
	 input [1:0] control,
    output [3:0] Result,
    output Cout
    );
	 wire Cout1,Cout2,Cout3,R1,R2,R3,R4;
	 OneBitALU A0(A[0],B[0],1'b0,control,R1,Cout1);
	 OneBitALU A1(A[1],B[1],Cout1,control,R2,Cout2);
	 OneBitALU A2(A[2],B[2],Cout2,control,R3,Cout3);
	 OneBitALU A3(A[3],B[3],Cout3,control,R4,Cout);
	 assign Result[0] = R1;
	 assign Result[1] = R2;
	 assign Result[2] = R3;
	 assign Result[3] = R4;
endmodule
`timescale 1ns / 1ps
module FullAdder(
    input A,
    input B,
    input Cin,
    output Sum,
    output Cout
    );
	wire An,Bn,Cn,ABnCn,AnBnC,ABC,AnBCn,CB,AB,AC;
	not(An,A);
	not(Bn,B);
	not(Cn,Cin);
	and(ABnCn,A,Bn,Cn);
	and(AnBnC,An,Bn,Cin);
	and(ABC,A,B,Cin);
	and(AnBCn,An,B,Cn);
	or(Sum,ABnCn,AnBnC,ABC,AnBCn);
	and(AB,A,B);
	and(AC,A,Cin);
	and(CB,Cin,B);
	or(Cout,AB,AC,CB);
endmodule
`timescale 1ns / 1ps
module MUX41(
    input A,
    input Sum,
    input AandB,
    input Anot,
    input [1:0] control,
    output Result
    );
	wire out;
	assign Result= control == 2'b00 ? A :
						control == 2'b01 ? Sum :
						control == 2'b10 ? AandB :
						Anot;
endmodule
`timescale 1ns / 1ps
module OneBitALU(
    input A,
    input B,
    input Cin,
    input [1:0] control,
    output Result,
    output Cout
    );
	wire FASum, FACout,AandB,Anot;
	and(AandB,A,B);
	not(Anot,A);
	FullAdder FullAdd(A,B,Cin,FASum,FACout);
	assign Cout = control == 2'b01 ? FACout : 0;
	MUX41 Multiplexor(A,FASum,AandB,Anot,control,Result);
endmodule
```
**run.sh**
```bash
#!/bin/bash
# OpenROAD 26Q1-2900-gdf79404cd8, Yosys 0.63+post, stock flow scripts
make -C /OpenROAD-flow-scripts/flow DESIGN_CONFIG=/design/flow/config.mk WORK_HOME=/design/flow/orfs finish
```
**config.mk**
```make
export PLATFORM = sky130hd
export DESIGN_NAME = FourBitALU
export DESIGN_NICKNAME = FourBitALU
export VERILOG_FILES = /design/flow/design.v
export SDC_FILE = /design/flow/constraint.sdc
export NUM_CORES = 4
export LEC_CHECK = 1
export CORE_AREA = 10 10 70 70
export DIE_AREA = 0 0 80 80
```
**constraint.sdc**
```tcl
current_design FourBitALU

set clk_period 2.2
set clk_io_pct 0.2

create_clock -name clk0 -period $clk_period

set non_clock_inputs [all_inputs -no_clocks]
set_input_delay [expr $clk_period * $clk_io_pct] -clock clk0 $non_clock_inputs
set_output_delay [expr $clk_period * $clk_io_pct] -clock clk0 [all_outputs]
```
==> results.cfg <==
; yosys + openroad results
[power]
ir_drop_mv = 0.0523
leakage_nw = 0.181
power_density_nw_per_um2 = 160

[route]
routed_wl_um = 810
first_iter_violations = 3
n_antenna_cell = 0
dr_total_vias = 274
first_pass_iters = 3
vias_per_cell = 2.91
drc = 0
ant_nets = 0
avgRoutedWirePerCell_um = 8.62

[yosys]
ys_area_um2 = 272
top_cells_by_area = fa_1 (22%), buf_4 (14%), o21ai_0 (11%)
top_area_share_pct = 22.1
aoi_share_pct = 27.6
top_area_cell = fa_1
fa_ha_area_share_pct = 26.7
synthXorXnorAreaFrac_pct = 0
simple_gate_area_share_pct = 26.3
syn_inst = 35
synth_area_um2 = 272
ys_cells = 35
yosysWarnings = 0
mux_area_share_pct = 0
synth_seq_share_pct = 0
top_logic_kind = AND-OR/OR-AND gates
yosys.cell_types.count = 19
avgSynthCellArea_um2 = 7.76

[worst_setup_path]
crit_path_start_kind = input port
critical_path_required_ns = 1.76
crit_slowest_cell = fa_1
crit_top_cell = and2_4
cp_data_arrival_time_ns = 2.58
slowest_delay_ns = 0.49
crit_chain = buf_8 > ha_4 > and2_4 > fa_2 > and2_4 > fa_2 > and2_4 > fa_1 > a21boi_1 > o22ai_1 > buf_2
crit_path_end_kind = output port
crit_type = input port to output port
crit_fanout = 3

[final_timing]
fmax_mhz = 331
rsz0062_at_grt = yes
slew_headroom_pct = 87.3
hold_violations = 0
period_minus_slack_ns = 3.02
fin_ws_ns = -0.824
maxSlewViolCount = 0
setup_tns_ns = -1.75
worst_slew_pin_slew_ns = 0.190
holdWs_ns = 1.34
final.period_utilization_pct = 137
setup_viol = 3

[placed_design]
gp_congestion = 0.673
io_buffers = 15
dpl.hpwl_um = 687

[job]
warnings = 36
maxCapViolCount = 0

[final_layout]
n_clock_buffer = 0
mostFrequentLayoutCell = buf_2
nFillCells = 413
seqCellArea_um2 = 0
areaGrowthSynthToFinish_pct = 70.0
mostFrequentLayoutCells = buf_2 (6), clkdlybuf4s50_1 (5), o21ai_0 (4), and2_4 (4), buf_4 (4)
post_route_cells_drive_above_1_share_pct = 43.8
mi_logic_area_um2 = 246
numSequentialCells = 0

[global_routing]
grt_overflow = 0
grt_first_pass_wirelength_um = 1340
gr-usage-all-layers_pct = 2.51
grt_max_degree = 11
grt_pass1_vias = 290
antenna_found_initial = 0

[status]
status = complete, but fails checks
failed_checks = negative setup slack

[floorplan]
fp.coreArea_um2 = 3420
row_count = 21
die_h_um = 80
die_x_um = 80
fp_util_pct = 7.95
chip_area_um2 = 6400
io_pins = 16

[clock_network]
hold_buffers = 0

[min_path]
hold_class = input port to output port
[routing by layer]
layer | GRT usage (%) | part of all wire, % | up-vias
li1 | - | - | 145
met1 | 2.87 | 40 | 123
met2 | 4.90 | 56 | 6
met3 | 0.455 | 4.4 | 0
met4 | 0 | 0 | 0
met5 | 0 | 0 | -
[worst max-delay path, delay by kind of cell]
kind	cells	cell delay, ns
AOI/OAI and AO/OA	2	0.20
buffers and inverters	2	0.22
and+or+nand+nor	3	0.43
adders and majority gates	4	1.28
[synth_stat cells (all sizes together)]
cell type,instances
a211oi,1
a21boi,2
a21oi,1
and2,4
buf,6
fa,3
ha,1
inv,1
nand2,1
nand2b,1
nand3,1
nand3b,1
nor2,1
nor2b,2
o21ai,7
o22ai,2
[cell families (layout without fill, tap and decap cells)]
group,after synthesis,after routing
buffers and inverters,7,20
AOI/OAI and AO/OA,13,13
adders and majority gates,4,4
and+or+nand+nor,11,11
[power breakdown]
part           switching (mW)  internal, mW  leakage, nW
Clock                       0             0            0
Combinational          0.0291        0.0448        0.181
Sequential                  0             0            0
Total                  0.0291        0.0448        0.181
[timing repair]
action | CTS | global route
setup endpoints to repair | 5 | 3
pin swaps | 12 | 4
resized | 38 | 1
setup buffers | 0 | 1
[area by class of cell]
cell class         count  area share, %
multi-input cells     28           53.4
repair buffers        19           33.3
well taps             46           12.5
inverters              1          0.813
[path summary, 6_finish.rpt]
path / startpoint / endpoint / slack [ns] / cells past startpoint
setup / recovery: A[0] / Result[3] / -0.82 / 11
hold / removal: A[1] / Result[1] / 1.34 / 3
[metrics by stage]
step | worst slack [ns] | cells | area, um^2 | power [mW] | util, %
detailed placement | -1.70 | 93 | 465 | 0.0795 | 13.6
floorplan | -0.830 | 35 | 292 | 0.0448 | -
global placement | -1.68 | 93 | 465 | 0.0784 | 13.6
global route | -0.898 | 94 | 462 | 0.0841 | 13.5
CTS | -0.862 | 93 | 452 | 0.0738 | 13.2
finish | -0.824 | 94 | 462 | 0.0738 | 13.5
No activity file was given, so power comes from the tool's default toggle rates.
