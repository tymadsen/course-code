`flow/design.v`:
```
`timescale 1ns / 1ps
module myTimer(clk, reset, zero, tp);
	input clk, reset;
  output zero, tp; 
  wire [23:0] counter;
  prog_timer timer(clk, reset, 1'b1, 24'd250000, counter, zero, tp);
endmodule
module prog_timer (clk, reset, clken, load_number, counter, zero, tp); 
  input clk, reset, clken; 
  input [23:0] load_number; 
  output reg [23:0] counter;  
  output reg zero, tp; 
  wire cnt0; 
  assign cnt0 = ~(|counter);									 
  always @(posedge clk or posedge reset) 
    if (reset == 1'b1) 										     
		begin
			counter = load_number-1; 							 
			zero = 1'b0;										     
			tp = 1'b0;											 
		end
	else if (cnt0 & clken)										 
		begin
			counter = load_number-1;							 
			zero = 1'b1;											 
			tp = ~tp;											 
		end
	else if (clken)		
		begin
      		counter = counter - 24'h000001; 	 				 
			zero = 1'b0;		 									 
			tp = tp;											 
		end
endmodule 
```
`flow/run.sh`:
```
#!/bin/bash
# OpenROAD 26Q1-2900-gdf79404cd8, Yosys 0.63+post, stock flow scripts
make -C /OpenROAD-flow-scripts/flow DESIGN_CONFIG=/design/flow/config.mk WORK_HOME=/design/flow/orfs finish
```
`flow/config.mk`:
```
export PLATFORM = sky130hd
export DESIGN_NAME = myTimer
export DESIGN_NICKNAME = myTimer
export VERILOG_FILES = /design/flow/design.v
export SDC_FILE = /design/flow/constraint.sdc
export NUM_CORES = 4
export LEC_CHECK = 1
export CORE_AREA = 10 10 103 103
export DIE_AREA = 0 0 113 113
```
`flow/constraint.sdc`:
```
current_design myTimer

set clk_period 9.6
set clk_io_pct 0.2

create_clock -name clk0 -period $clk_period [get_ports {clk}]

set non_clock_inputs [all_inputs -no_clocks]
set_input_delay [expr $clk_period * $clk_io_pct] -clock clk0 $non_clock_inputs
set_output_delay [expr $clk_period * $clk_io_pct] -clock clk0 [all_outputs]
```
==> results.txt <==
impl run done, here's what came out: status complete, no violations, initial antenna violation count 0, Setup Skew approximately 0.012 ns, GRT Total Usage 0.0370, CP max-delay cell clkdlybuf4s50_1, vias per cell between 3 and 4, DRC viols 0, Num CTS Buffers 3, hold path startpoint timer.counter[0], Post-CTS Resized 0, root buf cell clkbuf_8, First-pass DRT Iterations 4, Synth logic family simple AND/OR/NAND/NOR gates, Fin. Hold Viols 0, CTS Hold Bufs 0, Fin Setup TNS 0 ns, slew margin rel. 0.543, CTS clk-pin slew, worst paths 0.08 ns, R2R Path Start timer.counter[2], CP Max Fanout 2, Top cells excl fill/tap 16 x dfrtp_1, 12 x nor2_1, 10 x xor2_1, 10 x dfstp_2, 9 x nand2_1, cell family with most CP delay buffers and inverters, aoi share 0.0858, post-CTS setup buffer count 0, cycle use final 0.316, cell count after synthesis 120, yosys stat cell total 120, Basic Gates by Area 0.263, peak supply drop about 0.000077 V, Post-Synth Adder-Cell Area 0.00943, post-synthesis cell area 1330 um2, xor/xnor share 0.0792, Crit Path Category reg2out, fmax approximately 330 MHz, clk sinks 26, yosys synthesis chip area 1330 um2, Syn Area/Cell about 11 um2, max incr delay on CP between 0.4 and 0.5 ns, Clock Path Buffers 2, vias in the first global route 925, DR vias between 800 and 900, Ports 4, Port Buffer Count 3, Detail Route Antenna Nets 0, initial drt markers 30, Synth cell types 36, ant diodes 0, PD cells 132 nW/um2, Core ar. 8300 um2, FP Core Util 0.160, gp weighted congestion a little under 0.8, worst skew pair latency between 0.2 and 0.3 ns, TritonCTS clock tree built, worst-margin pin slew 0.680 ns, hold_ws 0.482 ns, Setup crit start kind flop, grt ovf 0, hold crit path type reg2reg, Lkg Pwr 0.599 nW, MaxCap Viol Count 0, die area between 10000 and 15000 um2, # H-tree levels 1, Setup crit end kind output port, hpwl dp 1.52 mm, most numerous logic cell after layout dfrtp_1, Tool Warnings 25, mux share 0.0255, WP data required approximately 7.7 ns, Die Wd 113 um, share of layout cells above drive strength 1 0.234, crit path DAT 1.11 ns, RSZ-0062 raised after global routing false, max-slew violations 0, Ys Warns 2, Post-synth regs 26, final setup violation count 0, Layout area overhead 15.6%, critical path startpoint timer.tp, largest net degree at the start of global routing 27, WL/cell 9.95 um, Buf/Inv on CP 1, Power Total 0.000202 W, final wirelength 2.28 mm, first-pass GRT wire length 4.22 mm, CP Cell Sequence clkdlybuf4s50_1, Cell Rows 33, die height roughly 110 um, Seq/Total Area, Yosys 0.500, final worst path period need ~3 ns
[flip-flops by register name, summed over array words and instances (netlist names)]
signal and count:
timer.counter 24, timer.tp 1, timer.zero 1
[cell families (layout without fill, tap and decap cells)]
| logic type | count (synthesis) | after routing |
|---|---|---|
| and+or+nand+nor | 57 | 57 |
| DFF | 26 | 26 |
| AOI/OAI and AO/OA | 13 | 13 |
| xor gates and xnor gates | 12 | 12 |
| buffers and inverters | 8 | 12 |
| muxes | 3 | 3 |
| adders and majority gates | 1 | 1 |
[layout make-up]
type | instances | area [um2]
fill | 891 | 6770
sequential | 26 | 663
clock inverter | 1 | 30.0
tap | 105 | 131
inverter | 4 | 15.0
clock buffer | 3 | 41.3
timing repair buffer | 4 | 37.5
multi-input combinational | 86 | 614
[where the power goes]
| group | switching, W | total (W) | leakage (nW) | internal (W) |
|---|---|---|---|---|
| registers | 0 | 0.000110 | 0.317 | 0.000110 |
| logic | 0.00000215 | 0.00000280 | 0.247 | 0.000000653 |
| clock network | 0.0000336 | 0.0000894 | 0.0357 | 0.0000558 |
[stage by stage]
step                area, um2  setup WS [ns]   util  std cells
global placement         1460           6.85  0.176        225
floorplan                1330           7.18      -        120
detailed placement       1460           6.87  0.176        225
finish                   1530           6.57  0.185        229
CTS                      1530           6.54  0.185        229
global route             1530           6.51  0.185        229
[per-layer routing]
metal | routed length, um | vias to the layer above | GRT usage
li1 | - | 443 | -
met1 | 1180 | 444 | 0.0519
met2 | 991 | 8 | 0.0584
met3 | 61 | 2 | 0.00748
met4 | 43 | 0 | 0.00592
met5 | 0 | - | 0
[Yosys cell counts]
| cell | number | share of area |
|---|---|---|
| dfrtp_1 | 16 | 0.30 |
| nor2_1 | 12 | 0.034 |
| dfstp_2 | 10 | 0.20 |
| xor2_1 | 10 | 0.066 |
| nand2_1 | 9 | 0.025 |
| nor3_1 | 6 | 0.023 |
| or3_1 | 5 | 0.024 |
| a21oi_1 | 4 | 0.015 |
| inv_1 | 3 | 0.0085 |
| nand3_1 | 3 | 0.011 |
| nand4b_1 | 3 | 0.020 |
| nor3_2 | 3 | 0.023 |
| nor4_1 | 3 | 0.014 |
| o41ai_2 | 3 | 0.037 |
| or4_1 | 3 | 0.017 |
| buf_6 | 2 | 0.017 |
| mux2_2 | 2 | 0.017 |
| nor4_2 | 2 | 0.019 |
| o31ai_1 | 2 | 0.011 |
| or4_4 | 2 | 0.017 |
| xnor2_1 | 2 | 0.013 |
| a21o_1 | 1 | 0.0057 |
| a311oi_1 | 1 | 0.0066 |
| and2_1 | 1 | 0.0047 |
| buf_4 | 1 | 0.0057 |
| clkbuf_1 | 1 | 0.0028 |
| ha_1 | 1 | 0.0094 |
| inv_2 | 1 | 0.0028 |
| mux2_1 | 1 | 0.0085 |
| nand2b_1 | 1 | 0.0047 |
| nand3b_1 | 1 | 0.0057 |
| nand4b_2 | 1 | 0.011 |
| nor2b_1 | 1 | 0.0047 |
| nor3b_1 | 1 | 0.0057 |
| o21ai_1 | 1 | 0.0038 |
| o311ai_1 | 1 | 0.0066 |
[final timing paths]
check	endpoint	cells after the start	slack, ns
max	tp	1	6.57
max in group asynchronous	timer.counter[1]	3	7.29
max reg2reg	timer.counter[4]	5	7.20
min reg2reg	timer.counter[0]	1	0.48
min in group asynchronous	timer.counter[18]	3	2.00
min	timer.counter[0]	1	0.48
Power is estimated from default activity; no workload was simulated.
