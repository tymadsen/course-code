===== /design/flow/run.sh =====
#!/bin/bash
# OpenROAD 26Q1-2900-gdf79404cd8, Yosys 0.63+post, stock flow scripts
make -C /OpenROAD-flow-scripts/flow DESIGN_CONFIG=/design/flow/config.mk WORK_HOME=/design/flow/orfs finish

===== /design/flow/config.mk =====
export PLATFORM = sky130hd
export DESIGN_NAME = CounterBlock
export DESIGN_NICKNAME = CounterBlock
export VERILOG_FILES = /design/flow/design.v
export SDC_FILE = /design/flow/constraint.sdc
export NUM_CORES = 4
export LEC_CHECK = 1
export CORE_AREA = 10 10 77 77
export DIE_AREA = 0 0 87 87

===== /design/flow/constraint.sdc =====
current_design CounterBlock

set clk_period 3.3
set clk_io_pct 0.2

create_clock -name clk0 -period $clk_period [get_ports {CLK}]

set non_clock_inputs [all_inputs -no_clocks]
set_input_delay [expr $clk_period * $clk_io_pct] -clock clk0 $non_clock_inputs
set_output_delay [expr $clk_period * $clk_io_pct] -clock clk0 [all_outputs]

===== /design/flow/design.v =====
`timescale 1ns / 1ps
module CounterBlock(
	 input INC,
    input Reset,
    input CLK,
	 output [3:0] Q3, 
	 output [3:0] Q2,
	 output [3:0] Q1, 
	 output [3:0] Q0,
	 output ce
    );
	 wire ce1, ce2, ce3;
	 MOD10 mod1(INC, Reset, CLK, Q3[3], Q3[2], Q3[1], Q3[0], ce1);
	 MOD10 mod2(ce1, Reset, CLK, Q2[3], Q2[2], Q2[1], Q2[0], ce2);
	 MOD6 mod3(ce2, Reset, CLK, Q1[2], Q1[1], Q1[0], ce3);
	 assign Q1[3] = 1'b0; 
	 MOD10 mod4(ce3, Reset, CLK, Q0[3], Q0[2], Q0[1], Q0[0], ce);
endmodule
`timescale 1ns / 1ps
module FF_DCE(q, clk, d, clr, en);
	input clk, clr, en, d;
	output reg q;
	always @(posedge clk)
	if (clr) q <= 0;
	else if (en)  q <= d;
endmodule
`timescale 1ns / 1ps
module MOD10(
	 input INC,
    input Reset,
    input CLK,
	 output Q3,
	 output Q2,
    output Q1,
    output Q0,
	 output ce
    );
	wire D0,D1,D2,D3,tempce;
	assign D3 = ~Reset & (INC & ((Q2 & Q1 & Q0)|(Q3 & ~Q0)));
	assign D2 = ~Reset & (INC & ((~Q2 & Q1 & Q0)|(Q2 & ~Q1)|(Q2 & ~Q0)));
	assign D1 = ~Reset & (INC & ((~Q3 & ~Q1 & Q0)|(Q1 & ~Q0)));
	assign D0 = ~Reset & (INC & ~Q0); 
	assign tempce = Q3 & ~Q2 & ~Q1 & Q0;
	FF_DCE ff0(Q0, CLK, D0, Reset, INC);
	FF_DCE ff1(Q1, CLK, D1, Reset, INC);
	FF_DCE ff2(Q2, CLK, D2, Reset, INC);
	FF_DCE ff3(Q3, CLK, D3, Reset, INC);
	assign ce = Q3 & ~Q2 & ~Q1 & Q0 & ~Reset & INC;
endmodule
`timescale 1ns / 1ps
module MOD6(
    input INC,
    input Reset,
    input CLK,
	 output Q2,
    output Q1,
    output Q0,
	 output ce
    );
	wire D0,D1,D2,tempce;
	assign D2 = ~Reset & (INC & ((Q2 & ~Q0)|(Q1 & Q0)));
	assign D1 = ~Reset & (INC & ((~Q2 & ~Q1 & Q0)|(Q1 & ~Q0)));
	assign D0 = ~Reset & (INC & ~Q0);
	assign tempce = Q2 & ~Q1 & Q0;
	FF_DCE ff0(Q0, CLK, D0, Reset, INC);
	FF_DCE ff1(Q1, CLK, D1, Reset, INC);
	FF_DCE ff2(Q2, CLK, D2, Reset, INC);
	assign ce = Q2 & ~Q1 & Q0 & ~Reset & INC;
endmodule

==> flow_metrics.rpt <==
FLOW METRICS REPORT
----------------------------------------------------
[Synthesis]
  Mapped Avg Cell Area ........................ about 8.6 um2
  Yosys cell count ........................ between 90 and 100
  Yosys Chip Area ........................ about 810 um2
  Library cell occupying the most area in the post-synthesis netlist ........................ sky130_fd_sc_hd__dfxtp_1
  Synthesis warning total ........................ 1
  Main area contributors ........................ sky130_fd_sc_hd__dfxtp_1 (37%), sky130_fd_sc_hd__buf_4 (15%), sky130_fd_sc_hd__nand2_1 (5.1%)
  Count of state elements after synthesis ........................ 15
  Distinct cell type count of the synthesized netlist ........................ 28
  Portion of the post-synthesis area used by sequential elements ........................ 36.92%
  Netlist area before placement ........................ 813.3 um2
  Yosys top cell area share ........................ a little under two fifths
  Mapped Cells ........................ approximately 95

[Worst setup path]
  CP max stage cell ........................ sky130_fd_sc_hd__clkdlybuf4s50_1
  Reg2Reg Launch Point ........................ mod2.ff1.q
  Worst R2R End ........................ mod4.ff0.q
  Reg-to-reg setup timing slack ........................ approximately 1.5 ns
  Category of cells accounting for the largest share of critical-path delay ........................ buffers and inverters
  Slowest cell delay on critical path ........................ ~0.50 ns
  CP bufs+invs ........................ 2
  Number of gates on the worst path with buffers counted ........................ 5
  Maximum fanout count along the critical path ........................ 9
  Worst-case reg-to-reg path depth ........................ 4
  Critical path capture point type ........................ primary output
  Cell seen most often among critical-path stages ........................ sky130_fd_sc_hd__clkdlybuf4s50_1
  Cell Chain, Critical Path ........................ clkdlybuf4s50_1 > and4b_2 > nand3_4 > nor3_1 > clkdlybuf4s50_1
  Data required time of the critical path ........................ approximately 2.6 ns
  Kind of start point of the critical path ........................ input pin
  Crit path launch ........................ Reset
  Worst EP arrival ........................ 2.27 ns
  Endpoint of the most critical setup path ........................ ce
  Worst setup path category ........................ input pin to primary output

[Finish]
  Multi-input gate area in the final layout ........................ ~380 um2
  Layout Area Growth over Synthesis ........................ 20.92%
  Flop area ........................ 300.3 um2
  Number of standard cells in the final layout excluding fillers ........................ roughly 150
  Layout cell share with drive strength beyond 1 ........................ between 10 and 15%
  Final non-filler cell area ........................ approximately 980 um2
  Filler Cell Count ........................ roughly 470

[Clock tree]
  H-tree lvl count ........................ 1
  # clock sinks ........................ 15
  Post-CTS clock slew at the launch and capture registers of the worst setup and hold paths ........................ 0.06 ns
  Maximum clock insertion buffer count ........................ 2
  CTS buffer count ........................ 3
  Clock insertion delay at the later pin of the skew report ........................ about 0.24 ns
  Post-CTS repair timing setup buffer count ........................ 0
  Clock root buffer master ........................ sky130_fd_sc_hd__clkbuf_8
  Post-cts hold buffer count ........................ 0
  CTS resizes ........................ 0
  TritonCTS clock tree ........................ built

[Pwr]
  Sequential share of power ........................ between 50% and 60%
  Worst VDD drop ........................ approximately 0.15 mV
  Cell internal pwr ........................ about 280 uW
  Psw ........................ 75.64 uW
  Static leakage ........................ 0.0003314 uW
  Total power of the final layout ........................ 356.1 uW
  Gate power share ........................ 5.8%
  Pwr/cell area ........................ 362.1 mW/mm2
  Net switching fraction of the power ........................ a little over a fifth
  Clock network fraction of total power ........................ between 40% and 50%

[Floorplanning]
  Die extent in y ........................ around 87 um
  Floorplan-stage core utilization ........................ a little under a fifth
  Area of the die ........................ around 0.0076 mm2
  Std cell rows ........................ 24
  Die W ........................ 87 um
  I/O pin count ........................ 20
  Std-Cell Core Area ........................ around 0.0044 mm2

[Global route]
  Vias in the first global route ........................ between 500 and 600
  Pin count of the biggest net entering global routing ........................ 19
  Leftover overflow at the end of global routing ........................ 0
  Antenna violations before repair ........................ 0
  Wire length of the first global-routing pass ........................ about 2.7 mm
  Global-route usage over all layers ........................ under 10%

[Placement]
  Setup slack at placement ........................ between 0.3 and 0.4 ns
  Tally of buffers added on design ports ........................ 18
  Area post-placement ........................ roughly 940 um2
  Cell total after placement ........................ 149
  Total half-perimeter wirelength after legalization and detailed placement ........................ 1.283 mm
  Routability Congestion ........................ ~0.74

[Timing]
  Upper clock frequency limit ........................ between 300 and 400 MHz
  Final count of hold timing violations ........................ 0
  Final worst path period share ........................ slightly below 90%
  Max Transition Viols Final ........................ 0
  Number of failing setup endpoints in the final timing report ........................ 0
  Setup TNS ........................ 0 ns
  Unrepaired setup endpoints after global routing ........................ no
  Fin crit period ........................ approximately 3 ns
  Clock skew after layout ........................ ~0.00054 ns
  Worst setup margin ........................ about 0.37 ns

[Route]
  Antenna cells ........................ 0
  Count of TritonRoute iterations in the first routing pass ........................ 4
  Average wire length per cell after detail routing ........................ roughly 11 um
  Detailed Route WL ........................ between 1.5 and 2 mm
  Overall via count from detail_route ........................ 612
  DRC viols ........................ 0
  Remaining number of nets flagged by the antenna check after routing ........................ 0
  Starting DRC count in detailed routing ........................ 32
  Avg Vias per Cell ........................ roughly 4.0

[Hold path]
  Hold Path Class ........................ register to register

[Flow run]
  Number of logged tool warnings ........................ 25
  # Max-Cap Violations ........................ 0

[Run status]
  Outcome ........................ complete, no violations

----------------------------------------------------
## final cells by class
class / instances / area share [%]
Timing Repair Buffer: 20 / 19.85
Tap cell: 52 / 6.616
Multi-Input combinational cell: 62 / 38.42
Clock buffer: 4 / 4.580
Sequential cell: 15 / 30.53
## metrics by stage
stage / hold slack, ns / util, %
finish: 0.4805 / 22.59
global route: 0.5412 / 22.59
CTS: 0.4833 / 22.59
detailed placement: 0.4706 / 21.55
global placement: 0.4721 / 21.55
floorplan: 0.4461 / -
## worst reg2reg max path, cell delays in order (launching register included)
cell and delay (ns):
sky130_fd_sc_hd__dfxtp_1 0.35, sky130_fd_sc_hd__nor3b_1 0.37, sky130_fd_sc_hd__nand4_1 0.30, sky130_fd_sc_hd__nor3b_1 0.28, sky130_fd_sc_hd__mux2_2 0.35
## synthesized netlist by cell type
library cell and number:
sky130_fd_sc_hd__nor2b_1 2, sky130_fd_sc_hd__mux2i_1 1, sky130_fd_sc_hd__or4_1 2, sky130_fd_sc_hd__nor3_1 2, sky130_fd_sc_hd__xnor2_1 1, sky130_fd_sc_hd__or2_2 1, sky130_fd_sc_hd__conb_1 1, sky130_fd_sc_hd__o21ba_2 1
sky130_fd_sc_hd__buf_4 16, sky130_fd_sc_hd__clkbuf_1 1, sky130_fd_sc_hd__o21ai_0 2, sky130_fd_sc_hd__nand3_1 2, sky130_fd_sc_hd__and4b_2 1, sky130_fd_sc_hd__nor3b_1 2, sky130_fd_sc_hd__and2b_1 1, sky130_fd_sc_hd__o21a_1 1
sky130_fd_sc_hd__a21oi_1 6, sky130_fd_sc_hd__nand2_1 11, sky130_fd_sc_hd__mux2_2 1, sky130_fd_sc_hd__and4bb_2 1, sky130_fd_sc_hd__or3_1 3, sky130_fd_sc_hd__and3b_1 1, sky130_fd_sc_hd__dfxtp_1 15, sky130_fd_sc_hd__nor2_1 9
sky130_fd_sc_hd__nand4_1 5, sky130_fd_sc_hd__nand3_4 1, sky130_fd_sc_hd__buf_6 1, sky130_fd_sc_hd__xor2_1 4
## logic make-up (layout without fill, tap and decap cells)
family / after synthesis / after routing / share of synthesized area (%)
AND-OR/OR-AND: 10 / 10 / 7.078
XOR/XNOR: 5 / 5 / 5.384
buffers and inverters: 18 / 24 / 16.62
flip-flops: 15 / 15 / 36.92
multiplexers: 2 / 2 / 2.615
other: 1 / 1 / 0.4611
AND/OR/NAND/NOR: 44 / 44 / 30.92
## metal layers
metal  wire [um]  vias to the layer above  global-route usage (%)
met5           0                        -                       0
met4          10                        0                  0.2946
met3         216                        2                   3.208
met2         742                       13                   6.462
met1         758                      275                   5.714
li1            -                      322                       -
## layout by cell type (no fill, tap or decap), types with 2 or more instances in the layout
master                             n
sky130_fd_sc_hd__o21ai_0           2
sky130_fd_sc_hd__nand4_1           5
sky130_fd_sc_hd__clkdlybuf4s50_1  18
sky130_fd_sc_hd__nor2_1            9
sky130_fd_sc_hd__nand2_1          11
sky130_fd_sc_hd__dfxtp_1          15
sky130_fd_sc_hd__nor3b_1           2
sky130_fd_sc_hd__xor2_1            4
sky130_fd_sc_hd__a21oi_1           6
sky130_fd_sc_hd__or4_1             2
sky130_fd_sc_hd__nand3_1           2
sky130_fd_sc_hd__nor3_1            2
sky130_fd_sc_hd__buf_4             2
sky130_fd_sc_hd__nor2b_1           2
sky130_fd_sc_hd__clkbuf_8          3
sky130_fd_sc_hd__or3_1             3
## power by group through the flow
stage     combinational [uW]  sequential, uW  clock, uW
4_1_cts                 21.4             188        156
6_report                20.8             188        148
5_1_grt                 22.9             188        161
## how the worst min path moves through the flow
stage	cells past startpoint	slack (ns)	from	end
4_1_cts	2	0.48	mod2.ff3.q	mod2.ff3.q
5_1_grt	2	0.54	mod2.ff1.q	mod2.ff1.q
6_report	2	0.48	mod2.ff3.q	mod2.ff3.q
Power and IR drop assume default switching activity.
